==> /design/flow/config.mk <==
export PLATFORM = sky130hd
export DESIGN_NAME = sumOn7segTop
export DESIGN_NICKNAME = sumOn7segTop
export VERILOG_FILES = /design/flow/design.v
export SDC_FILE = /design/flow/constraint.sdc
export NUM_CORES = 4
export LEC_CHECK = 1
export CORE_AREA = 10 10 70 70
export DIE_AREA = 0 0 80 80
export SYNTH_HDL_FRONTEND = slang
==> /design/flow/constraint.sdc <==
current_design sumOn7segTop

set clk_period 1.5
set clk_io_pct 0.2

create_clock -name clk0 -period $clk_period [get_ports {clk}]

set non_clock_inputs [all_inputs -no_clocks]
set_input_delay [expr $clk_period * $clk_io_pct] -clock clk0 $non_clock_inputs
set_output_delay [expr $clk_period * $clk_io_pct] -clock clk0 [all_outputs]
==> /design/flow/design.v <==
`timescale 1ns / 1ps
module sumOn7seg #(parameter W=16, N=3)(input clk, rstn,
                input logic s_valid,
                output logic s_ready,
                input logic [W-1:0] s_data,
                output logic m_valid,
                input logic m_ready,
                output logic [W-1:0] m_data
    );
    localparam cBit=$clog2(N)+1;
    logic [W-1:0] sum;
    logic [cBit-1:0] count;
    always_ff @(posedge clk or negedge rstn)
        if(!rstn) 
        begin
            count <=0;
            sum<=0;
            s_ready<=1;
            m_valid<=0;
        end
        else 
        if (s_valid & s_ready & count <N) begin
            count <= count+1;
            sum <=sum + s_data;  
        end
     always_ff @(posedge clk)
        if (count == N & m_ready) begin
            m_data<=sum;
            m_valid<=1;
            s_ready<=0;
            count<=count+1;
        end
        else if (count == N+1 ) begin
            sum<=0;
            s_ready<=1;
            m_valid<=0;
            count<=0;
        end
endmodule
`timescale 1ns / 1ps
module sumOn7segConv#(parameter W=16)(
                input  logic [W-1:0] s_data,
                output logic m_data [2][7]
    );
    logic [3:0]digit0 = 4'({s_data % 10});
    logic [3:0]digit1 = 4'({s_data / 10});
    logic [6:0]temp1;
    logic [6:0]temp2;
    always @(s_data)
    begin
        case (s_data % 10)  
            4'd0 : temp1= 7'b0000001;
            4'd1 : temp1 = 7'b1001111;
            4'd2 : temp1= 7'b0010010;
            4'd3 : temp1 = 7'b0000110;
            4'd4 : temp1 = 7'b1001100;
            4'd5 : temp1 = 7'b0100100;
            4'd6 : temp1 = 7'b0100000;
            4'd7 : temp1 = 7'b0001111;
            4'd8 : temp1 = 7'b0000000;
            4'd9 : temp1 = 7'b0000100;
            default : temp1 = 7'b1111111; 
        endcase
    end
    always @(s_data)
    begin
        case (s_data /10)  
            0 : temp2 = 7'b0000001;
            1 : temp2 = 7'b1001111;
            2 : temp2 = 7'b0010010;
            3 : temp2 = 7'b0000110;
            4 : temp2 = 7'b1001100;
            5 : temp2 = 7'b0100100;
            6 : temp2 = 7'b0100000;
            7 : temp2 = 7'b0001111;
            8 : temp2 = 7'b0000000;
            9 : temp2 = 7'b0000100;
            default : temp2 = 7'b1111111; 
        endcase
    end
    assign {>>{m_data[0]}}= {temp1};
    assign {>>{m_data[1]}}= {temp2};
endmodule
`timescale 1ns / 1ps
module sumOn7segTop #(parameter W=16, N=3)(input clk, rstn,
                input logic s_valid,
                output logic s_ready,
                input logic [W-1:0] s_data,
                output logic m_valid,
                input logic m_ready,
                output logic m_data[2][7]
    );
    logic [W-1:0] m_data_temp;
    sumOn7seg #(
                .W(W),
                .N(N)
                ) sum1(
                .clk(clk),
                .rstn(rstn),
                .s_valid(s_valid),
                .s_ready(s_ready),
                .s_data(s_data),
                .m_valid(m_valid),
                .m_ready(m_ready),
                .m_data(m_data_temp)
                );
     sumOn7segConv#(.W(W)
                    ) display(
                    .s_data(m_data_temp),
                    .m_data(m_data)
    );
endmodule
==> /design/flow/run.sh <==
#!/bin/bash
# OpenROAD 26Q1-2900-gdf79404cd8, Yosys 0.63+post, stock flow scripts
make -C /OpenROAD-flow-scripts/flow DESIGN_CONFIG=/design/flow/config.mk WORK_HOME=/design/flow/orfs finish
==> run notes <==
Notes on the physical implementation.

- The run stopped with a tool error.
- The last stage the flow got to is synthesis, for reference.
- The first error in the log reads "ERROR: Found 3 problems in 'check -assert'".
- The sequential-to-total area share from yosys stat is 43.4%, for reference.
- The synth_stat.txt file lists the number of cells as 48.
- The total of warnings raised by yosys is 0, for reference.
- The main area contributors are sky130_fd_sc_hd__buf_4 (22%), sky130_fd_sc_hd__edfxtp_1 (19%), sky130_fd_sc_hd__dfrtp_1 (16%).
- Post-synthesis, Yosys gives the total cell area as 473 sq um.
- After synthesis the netlist holds a flip-flop and latch count of 8.
- The gate-level netlist out of Yosys references 17 unique cell types.
- The synthesized design spends more area on one cell type than any other, namely sky130_fd_sc_hd__buf_4.
- The top-area cell type share of the netlist area is 22.2%, for reference.
## cells by family after synthesis
family,share of synthesized area [%]
buffers and inverters,26.2
and+or+nand+nor,11.1
DFF,43.4
AOI/OAI and AO/OA,7.67
adders and majority gates,7.94
other,1.59
muxes,2.12
## cells in the mapped netlist
library cell	instances
sky130_fd_sc_hd__a22o_1	1
sky130_fd_sc_hd__nand2_1	4
sky130_fd_sc_hd__nor2b_1	1
sky130_fd_sc_hd__a41o_2	1
sky130_fd_sc_hd__conb_1	2
sky130_fd_sc_hd__dfxtp_1	2
sky130_fd_sc_hd__o22ai_1	1
sky130_fd_sc_hd__inv_1	5
sky130_fd_sc_hd__mux2i_1	1
sky130_fd_sc_hd__dfrtp_1	3
sky130_fd_sc_hd__buf_4	14
sky130_fd_sc_hd__nor2_1	3
sky130_fd_sc_hd__nand3b_1	1
sky130_fd_sc_hd__and4bb_1	1
sky130_fd_sc_hd__a21oi_1	2
sky130_fd_sc_hd__edfxtp_1	3
sky130_fd_sc_hd__ha_1	3
